==> ./run.sh <==
#!/bin/bash
# OpenROAD 26Q1-2900-gdf79404cd8, Yosys 0.63+post, stock flow scripts
make -C /OpenROAD-flow-scripts/flow DESIGN_CONFIG=/design/flow/config.mk WORK_HOME=/design/flow/orfs finish
==> ./config.mk <==
export PLATFORM = sky130hd
export DESIGN_NAME = lzx_74HC85
export DESIGN_NICKNAME = lzx_74HC85
export VERILOG_FILES = /design/flow/design.v
export SDC_FILE = /design/flow/constraint.sdc
export NUM_CORES = 4
export LEC_CHECK = 1
export CORE_AREA = 10 10 70 70
export DIE_AREA = 0 0 80 80
==> ./constraint.sdc <==
current_design lzx_74HC85

set clk_period 1.5
set clk_io_pct 0.2

create_clock -name clk0 -period $clk_period

set non_clock_inputs [all_inputs -no_clocks]
set_input_delay [expr $clk_period * $clk_io_pct] -clock clk0 $non_clock_inputs
set_output_delay [expr $clk_period * $clk_io_pct] -clock clk0 [all_outputs]
==> ./design.v <==
module lzx_74HC85(A, B, IA_g, IA_e, IA_l, QA_g, QA_e, QA_l);
    input  [3:0] A;  
    input  [3:0] B;  
    input  IA_g;       
    input  IA_e;        
    input  IA_l;        
    output reg QA_g;
    output reg QA_e;
    output reg QA_l;
always @(*) begin
    QA_g = 1'b0;
    QA_e = 1'b0;
    QA_l = 1'b0;
    if (IA_g == 1'b1) begin 
        QA_g = 1'b1;
    end else if (IA_l == 1'b1) begin 
        QA_l = 1'b1;
    end else if (IA_e == 1'b1) begin
        if (A[3] > B[3]) begin  QA_g = 1'b1;
        end else if (A[3] < B[3]) begin QA_l = 1'b1;
        end else if (A[2] > B[2]) begin  QA_g = 1'b1;
        end else if (A[2] < B[2]) begin  QA_l = 1'b1;
        end else if (A[1] > B[1]) begin  QA_g = 1'b1;
        end else if (A[1] < B[1]) begin  QA_l = 1'b1;
        end else if (A[0] > B[0]) begin  QA_g = 1'b1;
        end else if (A[0] < B[0]) begin  QA_l = 1'b1;
        end else begin  QA_e = 1'b1;
        end
    end
end
endmodule
==> run notes <==
yosys + openroad results -> crit path DRT=1.20 ns, placer's final routability congestion estimate=between 0.7 and 0.8, Post-synth seq share=0, flop count=0, synthesized cell area=233 um^2, ao+oa area frac=0.118, MUX area fraction=0, failing checks=setup timing, Placed Instances=between 90 and 100, Max-Cap Viols=0, Via-to-Cell Ratio=between 2 and 3, hold depth=5, mean post-synth cell area=7.51 um^2, initial antenna violation count=0, drt first-iter violations=2, first-pass GRT wire length=1.48 mm, top cells, area=ha_1 (43%), inv_1 (13%), nand2b_1 (11%), a311oi_1 (7.5%), or4b_4 (5.9%), number of global-route vias before repair=approximately 330, Final ANT Viol Nets=0, pwr dens=246 nW/um^2, CP arrival=~1.4 ns, final cell utilization of the core=0.193, start point of the worst hold path=B[2], filler instances=between 300 and 400, yosys cell count=31, cycle use final=1.11, Core ar.=approximately 3400 um^2, critical path class=input port to output pin, FMAX=a little over 600 MHz, Top-area cell share=0.430, Yosys chip area=about 230 um^2, adder share=0.430, IO Pins=14, chip width=around 80 um, tool warnings=38, Total GRT Usage=0.0277, Worst VDD drop=approximately 0.037 mV, Max Slew Vio Count=0, Startpoint Class=input port, die area=approximately 6400 um^2, Worst-Margin Slew=0.220 ns, Setup crit end kind=output pin, DR WL/cell=~9.0 um, largest net degree at the start of global routing=4, xor and xnor area share after synthesis=0, relative slew slack=0.853, unrepaired setup endpoints after global routing=true, number of clock buffers in the layout=0, cell count after synthesis=31, area delta synth->final=184%, synth warn=1, layout cells sized above 1=0.815, Worst Slack Setup Final=-0.158 ns, wirelength, routed=between 800 and 900 um, yosys simple share=0.323, Final Hold Viols=0, Synth logic family=adder cells, Yosys cell types=13, final cell count without fillers=approximately 100, grt ovf=0, number of diodes=0, post-detail-place hpwl=about 700 um, status=complete, but fails checks, final setup fails=3, post-route minimum period=about 1.7 ns, hold crit path type=input port to output pin, sequential cell area=0 um^2, dominant cell type by area after synthesis=ha_1, number of port buffers=14, # DRC=0, via count=about 290, Leak=0.274 nW, Rows=21, Die Y=~80 um, Pre-antenna DRT Iters=2, CP Max Fanout=2, Min-Delay Endpoint=QA_e, Initial Util=0.0681
-- metal layers --
| metal | share of wire | GRT usage | wire [um] | vias to the layer above |
|---|---|---|---|---|
| li1 | - | - | - | 152 |
| met3 | 0.11 | 0.00909 | 98 | 0 |
| met4 | 0 | 0 | 0 | 0 |
| met2 | 0.50 | 0.0530 | 445 | 7 |
| met5 | 0 | 0 | 0 | - |
| met1 | 0.39 | 0.0303 | 351 | 126 |
-- stage by stage --
step / setup TNS [ns] / setup slack, ns / total power [mW] / area (um^2) / hold WS (ns)
floorplan: 0 / 0.0274 / 0.0366 / 233 / 0.616
global placement: -2.89 / -0.997 / 0.0980 / 475 / 1.60
detailed placement: -2.91 / -1.00 / 0.0991 / 475 / 1.63
CTS: -0.318 / -0.181 / 0.146 / 609 / 1.03
global route: -0.438 / -0.208 / 0.178 / 661 / 1.05
finish: -0.300 / -0.158 / 0.162 / 661 / 1.03
-- worst max-delay path, stage by stage --
cell    delay, ns
buf_8        0.08
inv_4        0.03
ha_4         0.15
or4_4        0.52
nor3_2       0.17
buf_2        0.11
-- worst max path at each step --
| stage | startpoint | endpoint | slack (ns) |
|---|---|---|---|
| 6_report | B[1] | QA_e | -0.16 |
| 5_1_grt | B[1] | QA_e | -0.21 |
| 4_1_cts | A[0] | QA_e | -0.18 |
-- area by class of cell --
class,instances,area (um^2),share of cell area
repair buffers,23,213,0.322
multi-input cells,23,348,0.527
inverters,8,42.5,0.0644
well taps,46,57.6,0.0871
-- power breakdown --
part,switching (mW),internal [mW]
registers,0,0
logic,0.0626,0.0996
clock network,0,0
total,0.0626,0.0996
-- layout by cell type, fill, tap and decap left out --
cell type,n
nand2b_4,3
nor3_2,2
a21oi_1,1
nand2_1,1
buf_8,5
ha_2,1
nor2_1,1
buf_2,5
nand2b_1,1
inv_1,2
inv_4,5
dlygate4sd2_1,3
or4_4,1
or3_1,1
or4b_4,1
buf_6,3
inv_2,1
o21ai_4,1
a311oi_2,2
ha_4,7
buf_4,7
-- what timing repair did --
item                       CTS  global route
pin swaps                   10             9
setup buffers                1             2
hold buffers                 0             0
setup endpoints to repair    3             3
resized                     82            10
-- cell usage after synthesis --
cell / n
a21oi_1: 1
a311oi_1: 2
ha_1: 8
inv_1: 8
nand2_1: 1
nand2b_1: 4
nor2_1: 1
nor3_1: 1
nor3_2: 1
o21ai_0: 1
or3_1: 1
or4_1: 1
or4b_4: 1
-- logic make-up (layout without fill, tap and decap cells) --
kind of cell    Yosys count  after routing
simple gates             11             11
fa+ha+maj                 8              8
compound gates            4              4
buf+inv                   8             31
No activity file was given, so power comes from the tool's default toggle rates.
