==> /design/flow/design.v <==
module lzx_74HC283(A, B, Cin, S, Cout);
    input  [3:0] A;    
    input  [3:0] B;     
    input  Cin;         
    output [3:0] S;      
    output Cout;      
wire [3:0] G;  
wire [3:0] P;  
wire [3:0] C;  
assign G = A & B;
assign P = A | B;
assign C[0] = Cin;
assign C[1] = G[0] | (P[0] & C[0]);
assign C[2] = G[1] | (P[1] & G[0]) | (P[1] & P[0] & C[0]);
assign C[3] = G[2] | (P[2] & G[1]) | (P[2] & P[1] & G[0]) | (P[2] & P[1] & P[0] & C[0]);
assign C[4] = G[3] | (P[3] & G[2]) | (P[3] & P[2] & G[1]) | (P[3] & P[2] & P[1] & G[0]) | (P[3] & P[2] & P[1] & P[0] & C[0]);
assign S[0] = A[0] ^ B[0] ^ C[0];
assign S[1] = A[1] ^ B[1] ^ C[1];
assign S[2] = A[2] ^ B[2] ^ C[2];
assign S[3] = A[3] ^ B[3] ^ C[3];
assign Cout = C[4];
endmodule
==> /design/flow/run.sh <==
#!/bin/bash
# OpenROAD 26Q1-2900-gdf79404cd8, Yosys 0.63+post, stock flow scripts
make -C /OpenROAD-flow-scripts/flow DESIGN_CONFIG=/design/flow/config.mk WORK_HOME=/design/flow/orfs finish
==> /design/flow/config.mk <==
export PLATFORM = sky130hd
export DESIGN_NAME = lzx_74HC283
export DESIGN_NICKNAME = lzx_74HC283
export VERILOG_FILES = /design/flow/design.v
export SDC_FILE = /design/flow/constraint.sdc
export NUM_CORES = 4
export LEC_CHECK = 1
export CORE_AREA = 10 10 70 70
export DIE_AREA = 0 0 80 80
==> /design/flow/constraint.sdc <==
current_design lzx_74HC283

set clk_period 2.9
set clk_io_pct 0.2

create_clock -name clk0 -period $clk_period

set non_clock_inputs [all_inputs -no_clocks]
set_input_delay [expr $clk_period * $clk_io_pct] -clock clk0 $non_clock_inputs
set_output_delay [expr $clk_period * $clk_io_pct] -clock clk0 [all_outputs]
==> impl_summary.log <==
[flow] collecting metrics
INFO  metric worst_ep_arrival_time = 2.25 ns
INFO  metric worst_slack = 0.07467 ns
INFO  metric status = finished, final reports clean
INFO  metric area_leaders = ha_1 (35%), inv_1 (16%), xnor2_1 (12%)
INFO  metric cpMaxStageDelayCell = clkdlybuf4s50_1
INFO  metric finalSetupViolations = 0
INFO  metric leakagePower = 0.1814 nW
INFO  metric required = around 2.3 ns
INFO  metric io_pins = 14
INFO  metric pre_cts_ws = 0.02769 ns
INFO  metric synth_largest_type_area_fraction = 34.68%
INFO  metric antenna_found_initial = 0
INFO  metric clkbuf_count = 0
INFO  metric final-hold-violation-count = 0
INFO  metric first_pass_iters = 2
INFO  metric filler_cell_count = 398
INFO  metric max_cap_check_violation_count = 0
INFO  metric timing.critical_path.fanout_max = 2
INFO  metric final_min_period_over_clock_period = 97.43%
INFO  metric yosys-stat-area = approximately 220 µm²
INFO  metric synthCells = 27
INFO  metric yosys_warnings = 3
INFO  metric yosys.cell_types.count = 11
INFO  metric flop_area = 0 µm²
INFO  metric design_area = 399.1 µm²
INFO  metric routed_via_density = 2.165
INFO  metric slew_violations = 0
INFO  metric grt_max_degree = 3
INFO  metric period_minus_slack = between 2 and 3 ns
INFO  metric grt_setup_unrepaired = false
INFO  metric hold_buffers = 0
INFO  metric critPathLaunch = A[0]
INFO  metric postLayoutCoreUtil = a little under an eighth
INFO  metric ant_nets = 0
INFO  metric critical_path.endpoint_type = primary output
INFO  metric ys_cells = 27
INFO  metric die_w = about 80 µm
INFO  metric n_sequential_cell = 0
INFO  metric gr-usage-all-layers = approximately 1.5%
INFO  metric ir_worst_vdd = 0.00001804 V
INFO  metric proportion_of_synthesized_chip_area_in_sequential_cells = 0%
INFO  metric core_area = ~0.0034 mm²
INFO  metric startpoint_type = primary input
INFO  metric finalSetupTns = 0 ns
INFO  metric floorplan.die_area = approximately 0.0064 mm²
INFO  metric power-per-cell-area = 143.8 mW/mm²
INFO  metric core_util_floorplan = 6.337%
INFO  metric number_of_global_route_vias_before_repair = 187
INFO  metric grt_pass1_wl = about 800 µm
INFO  metric crit_path_end = S[3]
INFO  metric crit_top_cell = clkdlybuf4s50_1
INFO  metric vias = 184
INFO  metric post_cts_buffers = 0
INFO  metric timing.fmax = 353.9 MHz
INFO  metric area_growth = 84.39%
INFO  metric cell_area_synth = 216.5 µm²
INFO  metric hp-class = in -> out
INFO  metric syn_area_per_cell = 8.017 µm²
INFO  metric drt-wirelength-per-cell = 6.129 µm
INFO  metric warning_count = 36
INFO  metric floorplan.rows = 21
INFO  metric die.size.y = ~80 µm
INFO  metric postPlaceCellArea = 396.6 µm²
INFO  metric post_route_cells_drive_above_1_share = between 10% and 20%
INFO  metric port-buffer-count = 13
INFO  metric antenna_cells_inserted = 0
INFO  metric drcViolationCount = 0
INFO  metric finalWeightedCongestion = 0.7568
INFO  metric critPathMaxStageDelay = 0.50 ns
INFO  metric crit_type = in -> out
INFO  metric comb_area = 171.4 µm²
INFO  metric detail_route.iter0.violations = 1
INFO  metric totalWireLength = 521 µm
INFO  metric global_route.overflow_total = 0
INFO  metric timing.critical_path.cells = clkdlybuf4s50_1, inv_2, ha_1, clkinv_1, a21oi_2, o31ai_2, xnor2_1, clkdlybuf4s50_1
INFO  metric hold_slack = 1.948 ns
INFO  metric yosys.area.top_type = ha_1
-- how the worst min path moves through the flow --
| stage | start | endpoint | cells past startpoint |
|---|---|---|---|
| 4_1_cts | A[3] | S[3] | 4 |
| 5_1_grt | B[2] | S[2] | 5 |
| 6_report | B[2] | S[2] | 5 |
-- report_power, final --
part	switching (mW)	total (mW)	leakage (nW)	internal, mW
clock	0	0	0	0
combinational	0.0181	0.0574	0.181	0.0393
sequential	0	0	0	0
total	0.0181	0.0574	0.181	0.0393
-- layout by cell type, fill, tap and decap left out --
master,n
dlymetal6s2s_1,1
ha_1,6
xnor2_1,3
a21oi_2,2
inv_2,2
o31ai_2,1
fa_1,1
clkinv_1,1
inv_1,7
clkdlybuf4s50_1,12
xor2_1,1
conb_1,1
o21bai_1,1
-- final cells by class --
type | count | area share, %
Inverter | 10 | 9.404
Multi-Input combinational cell | 16 | 42.95
Tap cell | 46 | 14.42
Timing Repair Buffer | 13 | 33.23
-- timing repair --
| action | in CTS | in global routing |
|---|---|---|
| endpoints found under the setup margin | 0 | 3 |
| gates resized | 0 | 3 |
| endpoints found under the hold margin | 0 | 0 |
-- synthesized netlist by cell type --
cell,instances
ha_1,6
o31ai_2,1
fa_1,1
o21bai_1,1
buf_4,1
conb_1,1
a21oi_2,2
clkinv_1,1
xnor2_1,3
xor2_1,1
inv_1,9
-- worst max-delay path, delay by kind of cell --
kind            cells  cell delay [ns]
buf+inv             4             1.09
compound gates      2             0.24
fa+ha+maj           1             0.19
xor+xnor            1             0.14
-- cells by family after synthesis --
kind of cell | Yosys count | synth area share [%]
other cells | 1 | 1.732
xor+xnor | 4 | 16.19
compound gates | 4 | 17.34
buf+inv | 11 | 20.81
fa+ha+maj | 7 | 43.93
-- routing by layer --
metal	share of wire [%]	vias to the layer above	GRT usage (%)
met5	0	-	0
met4	0	0	0
met3	12	0	0.2273
met2	53	7	3.130
met1	35	77	1.590
li1	-	100	-
-- stage by stage --
stage | cells | total power [mW]
CTS | 85 | 0.05985
global placement | 85 | 0.05924
global route | 85 | 0.06463
finish | 85 | 0.05740
floorplan | 27 | 0.02266
detailed placement | 85 | 0.05924
No activity file was given, so power comes from the tool's default toggle rates.
