==> ./design.v <==
module lzx_VM(clk, rst_n, In, D_out, C);
    input         clk;        
    input         rst_n;     
    input  [1:0]  In;        
    output reg    D_out;     
    output reg    C;          
parameter s0 = 5'b00001,   
          s1 = 5'b00010,   
          s2 = 5'b00100,   
          s3 = 5'b01000,   
          s4 = 5'b10000,   
          s5 = 5'b10001;   
reg [4:0] current_state;  
reg [4:0] next_state;     
always @(current_state or In) begin
    case(current_state)
        s0: begin  
            if(In[0] == 1'b1) begin        
                next_state = s1;
            end else if(In[1] == 1'b1) begin 
                next_state = s2;
            end else begin                  
                next_state = s0;
            end
        end
        s1: begin  
            if(In[0] == 1'b1) begin            
                next_state = s2;
            end else if(In[1] == 1'b1) begin    
                next_state = s3;
            end else begin                     
                next_state = s1;
            end
        end
        s2: begin  
            if(In[0] == 1'b1) begin             
                next_state = s3;
            end else if(In[1] == 1'b1) begin     
                next_state = s4;
            end else begin                   
                next_state = s2;
            end
        end
        s3: begin 
            if(In[0] == 1'b1) begin           
                next_state = s4;
            end else if(In[1] == 1'b1) begin    
                next_state = s5;
            end else begin                      
                next_state = s3;
            end
        end
        s4: begin 
            next_state = s0;
        end
        s5: begin  
            next_state = s0;
        end
        default: next_state = s0;  
    endcase
end
always @(posedge clk or negedge rst_n) begin
    if(!rst_n) begin
        current_state <= s0;
    end else begin    
        current_state <= next_state;
    end
end
always @(current_state) begin
    D_out = 1'b0;
    C = 1'b0;
    case(current_state)
        s4: begin   
            D_out = 1'b1;
            C = 1'b0;
        end
        s5: begin  
            D_out = 1'b1;
            C = 1'b1;
        end
        default: begin  
            D_out = 1'b0;
            C = 1'b0;
        end
    endcase
end
endmodule
==> ./run.sh <==
#!/bin/bash
# OpenROAD 26Q1-2900-gdf79404cd8, Yosys 0.63+post, stock flow scripts
make -C /OpenROAD-flow-scripts/flow DESIGN_CONFIG=/design/flow/config.mk WORK_HOME=/design/flow/orfs finish
==> ./config.mk <==
export PLATFORM = sky130hd
export DESIGN_NAME = lzx_VM
export DESIGN_NICKNAME = lzx_VM
export VERILOG_FILES = /design/flow/design.v
export SDC_FILE = /design/flow/constraint.sdc
export NUM_CORES = 4
export LEC_CHECK = 1
export CORE_AREA = 10 10 70 70
export DIE_AREA = 0 0 80 80
==> ./constraint.sdc <==
current_design lzx_VM

set clk_period 1.8
set clk_io_pct 0.2

create_clock -name clk0 -period $clk_period [get_ports {clk}]

set non_clock_inputs [all_inputs -no_clocks]
set_input_delay [expr $clk_period * $clk_io_pct] -clock clk0 $non_clock_inputs
set_output_delay [expr $clk_period * $clk_io_pct] -clock clk0 [all_outputs]
==> run_summary.xml <==
<?xml version="1.0" encoding="UTF-8"?>
<metrics>
  <group name="logic_synthesis">
    <metric name="synth.distinct_cells" unit="">12</metric>
    <metric name="ys_warn_count" unit="">1</metric>
    <metric name="postSynthSeqShare" unit="">0.6020</metric>
    <metric name="synthesis.area_per_instance" unit="µm²">10.93</metric>
    <metric name="synth.yosys.num_cells" unit="">23</metric>
    <metric name="yosys-stat-area" unit="µm²">251.5</metric>
    <metric name="syn_inst" unit="">23</metric>
    <metric name="number_of_register_bits_inferred_by_synthesis" unit="">6</metric>
    <metric name="synth.cell_area" unit="µm²">251.5</metric>
  </group>
  <group name="sta">
    <metric name="rsz0062_at_grt" unit="">false</metric>
    <metric name="whs" unit="ns">0.3533</metric>
    <metric name="fin_ws" unit="ns">0.1719</metric>
    <metric name="setup-tns-final" unit="ns">0</metric>
    <metric name="timing_worst_slew_pin_value" unit="ns">0.2890</metric>
    <metric name="final.period_utilization" unit="">0.9045</metric>
    <metric name="timing.max_slew.rel_slack" unit="">0.8067</metric>
    <metric name="finalHoldViolCount" unit="">0</metric>
    <metric name="setup_viols_final" unit="">0</metric>
    <metric name="clock-skew-final" unit="ns">0.007718</metric>
    <metric name="max_clock_freq" unit="MHz">614.2</metric>
    <metric name="timing.final.max_slew_violations" unit="">0</metric>
    <metric name="final.min_clock_period" unit="ns">1.628</metric>
  </group>
  <group name="drt">
    <metric name="dr_total_vias" unit="">193</metric>
    <metric name="detail_route.antenna_diodes" unit="">0</metric>
    <metric name="drt_iter0_drc" unit="">27</metric>
    <metric name="post_drt_wl_per_cell" unit="µm">6.494</metric>
    <metric name="drt-pass1-iter-count" unit="">3</metric>
    <metric name="via_per_inst" unit="">2.506</metric>
    <metric name="totalWireLength" unit="µm">500</metric>
    <metric name="ant_nets" unit="">0</metric>
    <metric name="drcViolationCount" unit="">0</metric>
  </group>
  <group name="global_routing">
    <metric name="first_pass_grt_wire_length" unit="µm">772</metric>
    <metric name="grt_overflow" unit="">0</metric>
    <metric name="grt_max_degree" unit="">11</metric>
    <metric name="vias_in_the_first_global_route" unit="">169</metric>
    <metric name="grt_antenna_before_repair" unit="">0</metric>
    <metric name="track_usage" unit="">0.01580</metric>
  </group>
  <group name="layout">
    <metric name="fill_cells" unit="">395</metric>
    <metric name="largestRegisters" unit="">current_state x6</metric>
    <metric name="largest_register_ffs" unit="">6</metric>
    <metric name="area_growth" unit="%">50.25</metric>
    <metric name="final_area" unit="µm²">377.9</metric>
    <metric name="final_cell_mix" unit="">nand2_1, dfrtp_1, clkdlybuf4s50_1</metric>
    <metric name="top_reg_by_flops" unit="">current_state</metric>
    <metric name="post_route_cells_drive_above_1_share" unit="">0.1613</metric>
  </group>
  <group name="clock_network">
    <metric name="cts_made_buffers" unit="">3</metric>
    <metric name="hold_buffers" unit="">0</metric>
    <metric name="cts.repair_timing.setup_buffer_count" unit="">0</metric>
    <metric name="tritoncts" unit="">done</metric>
    <metric name="clk_transition_reported_paths" unit="ns">0.05</metric>
    <metric name="cts_root_buffer" unit="">clkbuf_4</metric>
    <metric name="cts.path.max_buffers" unit="">2</metric>
    <metric name="cts_sinks" unit="">6</metric>
    <metric name="cts-resized-gates" unit="">0</metric>
    <metric name="clock_tree.htree_level_count" unit="">1</metric>
    <metric name="clk-insertion-delay-late" unit="ns">0.25</metric>
  </group>
  <group name="worst_setup_path">
    <metric name="rr_startpoint" unit="">current_state[5]$_DFF_PN0_</metric>
    <metric name="endpoint_kind" unit="">output pin</metric>
    <metric name="critical_path_class" unit="">reg -&gt; out</metric>
    <metric name="cp.required" unit="ns">1.44</metric>
    <metric name="path_max_fanout" unit="">2</metric>
    <metric name="reg2reg_to" unit="">current_state[0]$_DFF_PN1_</metric>
    <metric name="worst_reg_to_reg_path_cell_count" unit="">2</metric>
    <metric name="regToRegSetupSlack" unit="ns">0.96</metric>
    <metric name="startpoint_type" unit="">flop</metric>
    <metric name="worst_ep_arrival_time" unit="ns">1.27</metric>
    <metric name="critical_path.slowest_cell" unit="">clkdlybuf4s50_1</metric>
    <metric name="crit_path_max_incr_delay" unit="ns">0.41</metric>
    <metric name="crit_chain" unit="">or2_1 &gt; clkdlybuf4s50_1</metric>
  </group>
  <group name="placement">
    <metric name="dpl_cell_area" unit="µm²">351.6</metric>
    <metric name="dp_worst_setup_slack" unit="ns">0.4125</metric>
    <metric name="place.port_buffers" unit="">5</metric>
    <metric name="routability_congestion" unit="">0.7498</metric>
  </group>
  <group name="floorplanning">
    <metric name="io-pin-count" unit="">6</metric>
    <metric name="die_height" unit="µm">80</metric>
    <metric name="core-area" unit="µm²">3416</metric>
    <metric name="chip_area" unit="µm²">6400</metric>
    <metric name="fp_util" unit="">0.07363</metric>
    <metric name="fp.dieW" unit="µm">80</metric>
    <metric name="fp-row-count" unit="">21</metric>
  </group>
  <group name="power_and_ir_drop">
    <metric name="powerDensity" unit="nW/µm²">755.3</metric>
    <metric name="cellLeakagePower" unit="nW">0.1582</metric>
    <metric name="vdd_drop_max" unit="V">0.0001157</metric>
  </group>
  <group name="status">
    <metric name="status" unit="">finished, final reports clean</metric>
  </group>
  <group name="run">
    <metric name="max-cap-violations" unit="">0</metric>
    <metric name="tool_warnings" unit="">25</metric>
  </group>
  <group name="min_path">
    <metric name="hold_class" unit="">in -&gt; async</metric>
  </group>
</metrics>
-- logic make-up after synthesis --
logic type,count (synthesis),synth area share
buffers and inverters,1,0.02986
AND/OR/NAND/NOR,9,0.1791
multiplexers,2,0.07961
flip-flops,6,0.6020
AND-OR/OR-AND,5,0.1095
-- where the power goes --
part | switching [mW] | total (mW) | leakage [nW] | internal (mW)
registers | 0 | 0.135 | 0.0802 | 0.135
clock network | 0.0509 | 0.135 | 0.0150 | 0.0841
logic | 0.00752 | 0.0150 | 0.0630 | 0.00745
total | 0.0585 | 0.285 | 0.158 | 0.227
-- stage by stage --
step	util	power [mW]	std cells
after floorplan	-	0.1427	23
after global placement	0.1029	0.1523	73
after detailed placement	0.1029	0.1525	73
after CTS	0.1106	0.2890	77
after global routing	0.1106	0.3010	77
final	0.1106	0.2854	77
-- worst max-delay path, delay by kind of cell, from the launching register on --
family | cells | cell delay [ns]
and+or+nand+nor | 1 | 0.24
DFF | 1 | 0.37
buffers and inverters | 1 | 0.41
-- final cells by class --
type / instances / area [µm²] / area share
sequential: 6 / 151.4 / 0.4007
multi-input combinational: 16 / 92.59 / 0.2450
tap: 46 / 57.56 / 0.1523
clock buffer: 4 / 26.28 / 0.06954
timing repair buffer: 5 / 50.05 / 0.1325
-- routing by layer --
layer	global-route usage	vias up	part of all wire
met1	0.02149	91	0.44
met2	0.01605	8	0.38
met3	0.01705	2	0.18
met5	0	-	0
met4	0.001761	0	0.0060
li1	-	92	-
-- cell usage after synthesis --
library cell  count  area share
dfrtp_1           5        0.50
nand2_1           5       0.075
mux2i_1           2       0.080
o21ai_0           2       0.040
o21ai_1           2       0.040
a21o_1            1       0.030
and3b_2           1       0.040
buf_4             1       0.030
dfstp_2           1        0.10
nand2b_1          1       0.025
nor2_1            1       0.015
or2_1             1       0.025
-- worst max-delay path by stage --
stage                     startpoint  endpoint  slack (ns)  cells past startpoint
4_1_cts   current_state[5]$_DFF_PN0_     D_out        0.16                      2
5_1_grt   current_state[5]$_DFF_PN0_     D_out        0.12                      2
6_report  current_state[5]$_DFF_PN0_     D_out        0.17                      2
Power and IR drop assume default switching activity.
